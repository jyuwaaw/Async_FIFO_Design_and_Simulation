===== flow/design.v =====
module rptr_empty (rempty, rptr, aempty_n, rinc, rclk, rrst_n);
    parameter ADDRSIZE = 4;
    output rempty;
    output [ADDRSIZE-1:0] rptr;
    input aempty_n;
    input rinc, rclk, rrst_n;
    reg [ADDRSIZE-1:0] rptr, rbin;
    reg rempty, rempty2;
    wire [ADDRSIZE-1:0] rgnext, rbnext;
always @(posedge rclk or negedge rrst_n)
    if (!rrst_n) begin
        rbin <= 0;
        rptr <= 0;
    end
    else begin
        rbin <= rbnext;
        rptr <= rgnext;
    end
assign rbnext = !rempty ? rbin + rinc : rbin;
assign rgnext = (rbnext>>1) ^ rbnext;  
always @(posedge rclk or negedge aempty_n)
    if (!aempty_n) 
        {rempty,rempty2} <= 2'b11;
    else 
        {rempty,rempty2} <= {rempty2,~aempty_n};
endmodule

===== flow/run.sh =====
#!/bin/bash
# OpenROAD 26Q1-2900-gdf79404cd8, Yosys 0.63+post, stock flow scripts
make -C /OpenROAD-flow-scripts/flow DESIGN_CONFIG=/design/flow/config.mk WORK_HOME=/design/flow/orfs finish

===== flow/config.mk =====
export PLATFORM = sky130hd
export DESIGN_NAME = rptr_empty
export DESIGN_NICKNAME = rptr_empty
export VERILOG_FILES = /design/flow/design.v
export SDC_FILE = /design/flow/constraint.sdc
export NUM_CORES = 4
export LEC_CHECK = 1
export CORE_AREA = 10 10 70 70
export DIE_AREA = 0 0 80 80

===== flow/constraint.sdc =====
current_design rptr_empty

set clk_period 2.2
set clk_io_pct 0.2

create_clock -name clk0 -period $clk_period [get_ports {rclk}]

set non_clock_inputs [all_inputs -no_clocks]
set_input_delay [expr $clk_period * $clk_io_pct] -clock clk0 $non_clock_inputs
set_output_delay [expr $clk_period * $clk_io_pct] -clock clk0 [all_outputs]

==> flow_metrics.tcl <==
# place-and-route summary
set metrics [dict create \
    clock-sinks 9 \
    die_y_um 80 \
    maxSlewHeadroom 0.7838 \
    fp_util 0.1245 \
    vias_per_cell 2.956 \
    grtUsageTotal 0.02311 \
    edf_count 0 \
    dpl_cell_area_um2 550.5 \
    drc 0 \
    syn_avg_cell_area_um2 12.51 \
    cts_root_buffer "clkbuf_4" \
    antenna_cells 0 \
    insertion_delay_ns 0.25 \
    leakagePower_nw 0.2258 \
    p_per_area_mw_per_mm2 1223 \
    routabilityCongestion 0.6425 \
    outcome "finished clean" \
    grt_overflow 0 \
    hold_path.class "flip-flop to flip-flop" \
    chipArea_mm2 0.006400 \
    final.setup.tns_ns 0 \
    postSynth.asyncResetShare 1.000 \
    fin_hold_ws_ns 0.3563 \
    finalHoldViolations 0 \
    synth_flops 9 \
    final_area_um2 576.8 \
    cts_buffer_depth 2 \
    antenna_found_initial 0 \
    ys_dominant_reg_cell "dfrtp_1" \
    fp-row-count 21 \
    rsz0062_at_grt "no" \
    htree_num_levels 1 \
    grt_pass1_vias 261 \
    drv_cap 0 \
    routedWlPerCell_um 7.478 \
    cp_cell_sequence "clkdlybuf4s50_1" \
    tool_warnings 25 \
    core_region_area_mm2 0.003416 \
    worstPathRequired_ns 1.76 \
    syn_to_final_growth_pct 35.59 \
    ys_seq_share 0.5353 \
    synthTopCellsByArea "dfrtp_1 41%, dfstp_2 12%, xnor2_1 10%, ha_1 5.9%, nand4b_1 4.1%" \
    clkSlewWorstSetupHoldPaths_ns 0.06 \
    period_minus_slack_ns 1.813 \
    cp-start-kind "flip-flop" \
    utilization 0.1689 \
    drt_iter0_markers 5 \
    holdBufCountCts 0 \
    drt_first_pass_iters 3 \
    post_cts_resize_count 0 \
    die_x_um 80 \
    syn_area_um2 425.4 \
    yosys_warnings 1 \
    fmax_mhz 551.5 \
    cts-buffers-inserted 3 \
    layout-drive-gt1-share 0.1818 \
    fin_skew_ns 0.0001827 \
    path_max_fanout 11 \
    fillers 380 \
    yosys_cells 34 \
    setup_viol 0 \
    period_used_share 0.8241 \
    synth_cells 34 \
    cts_setup_buffers 0 \
    vias 266 \
    grt_max_degree 12 \
    synth_top_cell_by_count "dfrtp_1" \
    numPortBuffers 8 \
    ys_chip_area_um2 425.4 \
    worst_ep_arrival_time_ns 1.37 \
    io_pins 9 \
    wl_um 673 \
    crit_type "flip-flop to output pin" \
    yosys-top-cells-count "7 x dfrtp_1, 5 x xnor2_1, 3 x nand2_1" \
    critPathBufInv 1 \
    ir_drop_uv 227.9 \
    dp_hpwl_um 559.7 \
    cts_tree "yes" \
    slowest_delay_ns 0.63 \
    grt_first_pass_wirelength_um 1179 \
    top_area_frac 0.4118 \
    synthDistinctLibCells 16 \
    tightest_slew_ns 0.3233 \
    ant_nets 0 \
    cp_slowest_cell "dfstp_2" \
    end_kind "output pin" \
    yosys.area.top_type "dfrtp_1" \
    drv_slew 0 \
    path_delay_family "flip-flops" \
]
==> cell families (layout without fill, tap and decap cells) <==
family / Yosys count / count (layout) / synth area share
fa+ha+maj: 2 / 2 / 0.05881
flops: 9 / 9 / 0.5353
compound gates: 4 / 4 / 0.07353
buf+inv: 4 / 14 / 0.04706
xor+xnor: 7 / 7 / 0.1441
mux: 1 / 1 / 0.02647
simple gates: 7 / 7 / 0.1147
==> metal layers <==
layer	GRT usage	share of wire	vias to the layer above
met5	0	0	-
met4	0.007042	0.028	0
met3	0.01705	0.11	2
met2	0.03130	0.47	9
met1	0.02789	0.39	121
li1	-	-	134
==> path summary, 6_finish.rpt <==
| check | from | endpoint | slack, ns | depth (start not counted) |
|---|---|---|---|---|
| setup / recovery | rempty | rempty | 0.39 | 1 |
| hold / removal | rempty2 | rempty | 0.36 | 0 |
| setup reg to reg | rbin[0] | rptr[1] | 0.70 | 5 |
| hold reg to reg | rempty2 | rempty | 0.36 | 0 |
| max in group asynchronous | rrst_n | rbin[2] | 1.52 | 1 |
| min in group asynchronous | rrst_n | rptr[0] | 0.44 | 1 |
==> stage by stage <==
step | worst slack, ns | cells | power [mW]
after detailed placement | 0.1993 | 86 | 0.5962
after global placement | 0.2603 | 86 | 0.5835
after CTS | 0.3648 | 90 | 0.7243
after floorplan | 0.7424 | 34 | 0.4845
after global routing | 0.3344 | 90 | 0.7747
final | 0.3869 | 90 | 0.7052
==> registers in the layout (all words and copies together) (netlist names) <==
signal and count:
rptr 4, rempty2 1, rbin 3, rempty 1
==> area by class of cell <==
class / count / area, um^2 / area share
flip-flops and latches: 9 / 227.7 / 0.3948
repair buffers: 8 / 80.08 / 0.1388
inverters: 2 / 7.507 / 0.01302
well taps: 46 / 57.56 / 0.09978
clock buffers: 4 / 26.28 / 0.04555
multi-input cells: 21 / 177.7 / 0.3080
==> power by group <==
part | switching (mW) | internal, mW | total, mW | leakage (nW)
sequential | 0.0538 | 0.237 | 0.291 | 0.105
clock | 0.0537 | 0.0696 | 0.123 | 0.0150
combinational | 0.103 | 0.188 | 0.291 | 0.106
total | 0.211 | 0.495 | 0.705 | 0.226
==> placed cells by master (no fill, tap or decap) <==
cell | synthesis | routed
clkbuf_1 | 0 | 1
clkbuf_4 | 0 | 3
clkdlybuf4s50_1 | 0 | 8
dfrtp_1 | 7 | 7
dfstp_2 | 2 | 2
ha_1 | 2 | 2
inv_1 | 2 | 2
mux2_2 | 1 | 1
nand2_1 | 3 | 3
nand2b_1 | 1 | 1
nand2b_4 | 1 | 1
nand4b_1 | 2 | 2
o21ai_0 | 2 | 2
o21ai_1 | 1 | 1
o311ai_2 | 1 | 1
xnor2_1 | 5 | 5
xor2_1 | 2 | 2
Power is estimated from default activity; no workload was simulated.
