## flow/constraint.sdc

```tcl
current_design fifomem

set clk_period 2.7
set clk_io_pct 0.2

create_clock -name clk0 -period $clk_period [get_ports {wclk}]

set non_clock_inputs [all_inputs -no_clocks]
set_input_delay [expr $clk_period * $clk_io_pct] -clock clk0 $non_clock_inputs
set_output_delay [expr $clk_period * $clk_io_pct] -clock clk0 [all_outputs]
```

## flow/config.mk

```make
export PLATFORM = sky130hd
export DESIGN_NAME = fifomem
export DESIGN_NICKNAME = fifomem
export VERILOG_FILES = /design/flow/design.v
export SDC_FILE = /design/flow/constraint.sdc
export NUM_CORES = 4
export LEC_CHECK = 1
export CORE_UTILIZATION = 30
```

## flow/run.sh

```bash
#!/bin/bash
# OpenROAD 26Q1-2900-gdf79404cd8, Yosys 0.63+post, stock flow scripts
make -C /OpenROAD-flow-scripts/flow DESIGN_CONFIG=/design/flow/config.mk WORK_HOME=/design/flow/orfs finish
```

## flow/design.v

```verilog
module fifomem # (parameter DATASIZE = 8,  
                  parameter ADDRSIZE = 4,  
                  parameter DEPTH = 1 << ADDRSIZE)   
   (output  [DATASIZE-1 : 0]  rdata,
    input   [DATASIZE-1 : 0]  wdata,
    input   [ADDRSIZE-1 : 0]  waddr, raddr,
    input                     wclken, wfull, wclk);
      reg  [DATASIZE-1 : 0] MEM [0 : DEPTH-1];  
      assign  rdata = MEM[raddr];
      always @(posedge wclk)
         if (wclken) 
            MEM[waddr] <= wdata;
endmodule
```

==> run summary <==
Fp_density -> 31.06%
Post-Syn Instances -> 221
Routed length on met3 -> 1.227 mm
DR WL/cell -> 20.44 um
Setup crit end kind -> output port
Worst EP required -> 2.16 ns
Top cell excl fill/tap -> edfxtp_1
Die X -> 130.9 um
First-pass detailed-route iteration total -> 4
CTS tree -> yes
Row count -> 46
Area added between synthesis and finish -> 27.09%
Most common logic cells in the final layout -> 128 x edfxtp_1, 24 x mux4_2, 20 x clkdlybuf4s50_1
Worst Hold Path Cells -> 3
Max Used Layer -> met4
H-tree depth -> 4
Max Clk Rate -> 378.2 MHz
HP Class -> input port to flop
Ys flops -> 128
Final Hold Viols -> 0
Sequential-to-total area share from yosys stat -> 77.07%
Via count -> 2416
Clk buf depth -> 2
GPL Wtd Cong -> 0.7546
Clock slew at reported path FFs -> 0.05 ns
DRC -> 0
Status -> finished, final reports clean
Top Ports -> 27
Slowest-stage cell, CP -> mux4_1
Max Cap Violations -> 0
YS warnings -> 1
Cell mode on critical path -> buf_12
Met1 Wirelength -> 3.717 mm
Tool warnings -> 26
Endpoints failing setup -> 0
Startpoint types -> input port
Max Slew Vio Count -> 0
WL final -> 10.40 mm
Syn_area_per_cell -> 22.57 um2
YS chip area -> 0.004987 mm2
Type of the worst setup path -> input port to output port
Max FO, Critical Path -> 6
Period minus WS final -> 2.644 ns
Slowest stage delay, CP -> 0.56 ns
Clock root buffer -> clkbuf_16
HP Start -> waddr[2]
Slew @ Worst Pin -> 0.5897 ns
Setup ws final -> 0.05578 ns
Placeable Area -> 0.01606 mm2
Fin crit share -> 97.93%
Largest net degree at the start of global routing -> 17
Hold WS -> 1.095 ns
Worst Setup SP -> raddr[0]
Pre-CTS WS -> -0.2846 ns
Max reg flops -> 128
Post-DP HPWL -> 6.013 mm
Yosys stat cell total -> 221
Postcts setup bufs -> 0
Biggest regs -> MEM x128
Layout cells sized above 1 -> 31.06%
Gr usage total -> 14.22%
Die Y-Extent -> 130.9 um
Vias per std cell -> 4.747
Tot Pwr -> 4.713 mW
Critical Path AT -> 2.10 ns
Antenna violations before repair -> 0
Length of routed met2 wiring -> 5.389 mm
First-pass GRT wire length -> 15.75 mm
Overflow after GRT -> 0
Chip area -> 0.01714 mm2
Crit-path cells -> buf_12, buf_12, mux4_1, a22oi_1, nand2_1, clkdlybuf4s50_1
Max-slew headroom -> 60.56%
Peak supply drop -> 0.4530 mV
Diode count -> 0
Leak Pwr -> 2.086 nW
Number of port buffers -> 25
Top reg by flops -> MEM
Number of global-route vias before repair -> 2719
Clock Sinks -> 128
Detailed Route Iter0 Violations -> 194
Cell variety after synth -> 18
Synthesized area -> 0.004987 mm2
CTS Buf Count -> 17
ANT nets after route -> 0
Pwr/cell area -> 743.5 mW/mm2
[final timing paths]
check | end | slack (ns)
max | rdata[4] | 0.06
min | MEM[5][7]$_DFFE_PP_ | 1.09
[worst max-delay path, delay by kind of cell]
family	cells	cell delay (ns)
and+or+nand+nor	1	0.10
muxes	1	0.56
AOI/OAI and AO/OA	1	0.24
buffers and inverters	3	0.65
[cells in the mapped netlist (all sizes together)]
master / n / area [um2]
nand2: 9 / 33.78
nor3: 4 / 20.02
nor2: 13 / 48.80
or3b: 1 / 8.760
nand3: 1 / 5.000
and2b: 1 / 7.510
mux4: 32 / 773.2
nor2b: 1 / 6.260
clkdlybuf4s25: 3 / 30.03
nand3b: 2 / 15.01
buf: 7 / 56.30
and2: 1 / 6.260
edfxtp: 128 / 3844
a22oi: 16 / 120.1
nand2b: 2 / 12.51
[per-stage QoR]
step | std cells | TNS, ns | utilization [%] | area, um2
CTS | 509 | 0 | 39.42 | 6330
finish | 509 | 0 | 39.47 | 6339
global placement | 475 | -1.874 | 34.96 | 5614
global route | 509 | -0.01629 | 39.47 | 6339
floorplan | 221 | 0 | - | 4987
detailed placement | 475 | -1.857 | 34.96 | 5614
[cell families (layout without fill, tap and decap cells)]
family / count (synthesis) / after routing / synth area share (%)
DFF: 128 / 128 / 77.07
muxes: 32 / 32 / 15.50
buffers and inverters: 10 / 82 / 1.731
and+or+nand+nor: 35 / 35 / 3.287
AOI/OAI and AO/OA: 16 / 16 / 2.409
[area by class of cell]
class	count	area (um2)
clock buffer	19	432.9
fill	1406	9719
sequential	128	3844
clock inverter	12	143.9
tap	216	270.3
multi-input combinational	83	1085
timing repair buffer	51	563.0
[what timing repair did]
item,in CTS,in global routing
gates resized,27,13
gates cloned,3,0
setup endpoints to repair,8,8
pin swaps,2,2
hold buffers,0,0
[metal layers]
metal	GRT usage, %	vias to the layer above
li1	-	1064
met1	16.58	1208
met2	23.12	139
met3	9.121	5
met4	2.096	0
met5	0	-
[power breakdown]
part / leakage, nW / total, mW / internal (mW) / switching [mW]
clock: 0.274 / 2.19 / 1.43 / 0.761
combinational: 0.656 / 0.280 / 0.145 / 0.135
sequential: 1.16 / 2.24 / 2.23 / 0.00806
Power and IR drop assume default switching activity.
