===== design.v =====
module wptr_full (wfull, wptr, afull_n, winc, wclk, wrst_n);
    parameter ADDRSIZE = 4;
    output wfull;
    output [ADDRSIZE-1:0] wptr;
    input afull_n;
    input winc, wclk, wrst_n;
    reg [ADDRSIZE-1:0] wptr, wbin;
    reg wfull, wfull2;
    wire [ADDRSIZE-1:0] wgnext, wbnext;
always @(posedge wclk or negedge wrst_n)
    if (!wrst_n) begin
        wbin <= 0;
        wptr <= 0;
    end
    else begin
        wbin <= wbnext;
        wptr <= wgnext;
    end
assign wbnext = !wfull ? wbin + winc : wbin;
assign wgnext = (wbnext>>1) ^ wbnext;  
always @(posedge wclk or negedge wrst_n or negedge afull_n)
    if (!wrst_n ) 
        {wfull,wfull2} <= 2'b00;
    else if (!afull_n) 
        {wfull,wfull2} <= 2'b11;
    else 
        {wfull,wfull2} <= {wfull2,~afull_n};
endmodule

===== run.sh =====
#!/bin/bash
# OpenROAD 26Q1-2900-gdf79404cd8, Yosys 0.63+post, stock flow scripts
make -C /OpenROAD-flow-scripts/flow DESIGN_CONFIG=/design/flow/config.mk WORK_HOME=/design/flow/orfs finish

===== config.mk =====
export PLATFORM = sky130hd
export DESIGN_NAME = wptr_full
export DESIGN_NICKNAME = wptr_full
export VERILOG_FILES = /design/flow/design.v
export SDC_FILE = /design/flow/constraint.sdc
export NUM_CORES = 4
export LEC_CHECK = 1
export CORE_AREA = 10 10 70 70
export DIE_AREA = 0 0 80 80

===== constraint.sdc =====
current_design wptr_full

set clk_period 1.3
set clk_io_pct 0.2

create_clock -name clk0 -period $clk_period [get_ports {wclk}]

set non_clock_inputs [all_inputs -no_clocks]
set_input_delay [expr $clk_period * $clk_io_pct] -clock clk0 $non_clock_inputs
set_output_delay [expr $clk_period * $clk_io_pct] -clock clk0 [all_outputs]

==> run summary <==
Implementation numbers.

- The flow ran to the end, but the final reports show violations.
- The checks that failed: setup timing.
- Summing over every cut layer, the via total after detailed routing is 316.
- The detail-routed via count per cell is 3.129.
- The count of buffering cells on the critical path with inverters included is 0.
- The final timing report gives a worst setup slack of -18.49 ps.
- The floorplan core density is 0.1293.
- The horizontal die dimension reads 80 microns.
- For reference, the placement row count at floorplan is 21.
- All stages included, the depth of the critical timing path comes to 5.
- The OpenROAD warning count is 29.
- Sorting the synthesized cells by area gives the leading types as sky130_fd_sc_hd__dfrtp_1 (40%), sky130_fd_sc_hd__dfbbp_1 (15%), sky130_fd_sc_hd__xnor2_1 (9.9%).
- The wire length after detailed routing reads 906 microns.
- The die outline area is 6400 sq um.
- The static power due to leakage reads 0.0003024 uW.
- The final tally of hold violations reads 0.
- The number of nets with antenna violations after routing reads 0.
- The number of synthesized register bits reads 9.
- The cell count listed in synth_stat.txt is 35.
- The share of flip-flops with an asynchronous set or reset is 1.000.
- TritonCTS built the clock tree.
- The tree built by TritonCTS fans out to 9 sinks.
- The met3 demand-to-capacity share in global routing is 0.01932.
- The number of flops mapped to enable cells by yosys reads 0.
- The count of buffers from port buffering reads 8.
- Hold repair after CTS inserted 0 buffers.
- Before antenna repair, the detailed router went through 2 iterations.
- The most used flip-flop cell after synthesis is sky130_fd_sc_hd__dfrtp_1.
- Looking at the reg2reg group, the worst path starts from wbin[0].
- The yosys-reported design area after synthesis reads 441.7 sq um.
- Of the cells placed in the final design, the portion with a size suffix greater than 1 is 0.3818.
- The highest clock rate this design can be run at is 758.4 MHz.
- The critical register-to-register path endpoint reads wptr[1].
- The post-CTS clock slew at the launch and capture registers of the worst setup and hold paths reads 60 ps.
- The number of antenna violations at the first check in global routing was 0.
- On the critical path the data arrives at 1460 ps.
- In this design, the critical path's most frequently occurring cell is sky130_fd_sc_hd__ha_4.
- The final max-slew violation count recorded for this run is 0.
- The placed wire-length estimate is 712.9 microns.
- The logic depth of the worst register-to-register path reads 5.
- The final critical-path share of the clock period is 1.014.
- The cell area reported after detailed placement is 626.9 sq um.
- The share of synthesized area occupied by flip-flops and latches is 0.5439.
- Per the post-synthesis stats, the area per cell is 12.62 sq um.
- The count of different cell masters after synthesis is 16.
- The number of ports placed on the die boundary is 9.
- The top cell type's share of synthesized area is 0.3966.
- The H-tree depth is 1.
- The type of the worst setup path is flip-flop to flip-flop.
- Per the synthesis report, the dominant area consumer among library cells is sky130_fd_sc_hd__dfrtp_1.
- The path category of the worst min-delay check reads input port to async pin.
- By count the netlist is led by sky130_fd_sc_hd__dfrtp_1 (7), sky130_fd_sc_hd__xnor2_1 (5), sky130_fd_sc_hd__nand2_1 (4).
- STA classifies the critical path startpoint as a flip-flop.
- The worst clock skew on the final layout is 1.377 ps.
- The largest individual stage delay along the critical path comes from the cell sky130_fd_sc_hd__dfrtp_1.
- The launching element of the worst setup path is wbin[0].
- The reg-to-reg setup timing slack reads -20 ps.
- The maximum number of pins on one net before global-route repair is 11.
- The most utilized layer in the global route result reads met1.
- For this run, design rule violations remaining after detail routing come to 0.
- Walking the worst path, the cells encountered are ha_4 -> ha_4 -> xnor2_2 -> o21ai_2 -> xor2_1.
- The post-route minimum period is 1318 ps.
- At the worst endpoint, the required time is 1440 ps.
- 0 antenna diodes ended up in the layout.
- The source-to-sink clock delay at the later pin of the worst-skew pair reads 260 ps.
- The cell class contributing the biggest share of worst-path delay is adder cells.
- The final number of setup-violating endpoints is 1.
- The final report gives the standard cell area, fillers excluded, as 705.7 sq um.
- Once iteration 0 of detailed routing completed, the report listed 20 DRC markers.
- In this run the vertical extent of the chip is 80 microns.
- The worst-path maximum fanout is 2.
- The summed instance area of the synthesized netlist reads 441.7 sq um.
- The last element of the critical path is wptr[1].
- The endpoint kind of the worst setup timing path is a flip-flop.
- The number of maximum-capacitance violations reads 0.
- The master cell of the clock root buffer is sky130_fd_sc_hd__clkbuf_4.
- The global-route usage over all layers is 0.02778.
- The final weighted congestion of routability-driven global placement reads 0.7967.
- At the pin with the least slew margin, the transition time is 256.1 ps.
- The number of buffers on the longest clock path reads 2.
- The wire length of the first global-routing pass is 1386 microns.
- The via count of the first global-routing pass came to 293.
- The synthesis log from Yosys contains 3 warnings.
- The synthesis-to-finish area growth reads 59.77%.
- Setup repair after global routing could not meet its margin everywhere.
- The biggest cell delay along the critical path reads 410 ps.
- The tightest slew margin relative to the limit reads 0.8290.
- The standard cell core area is 3416 sq um.
- The power per cell area is 2124 nW/um^2.
- In the final routed layout, each cell accounts on average for 8.970 microns.
- Synthesis produced 35 cells.
- The met1 track utilization from global routing is 0.03880.
- The maximum resistive drop on vdd is 1154 uV.
- The global route stage reports its total congestion overflow as 0.
- Before CTS, the worst setup slack after placement is -370.6 ps.
- The met2 capacity usage during global routing reads 0.03451.
- The most common cell in the synthesized netlist is sky130_fd_sc_hd__dfrtp_1.
- The number of buffers created by CTS reads 3.
-- sequential cells by signal, summed over array words and instances (netlist names) --
register	count
wptr	4
wbin	3
wfull2	1
wfull	1
-- cell families (layout without fill, tap and decap cells) --
kind of cell / Yosys count / count (layout) / share of synthesized area
flops: 9 / 9 / 0.5439
simple gates: 8 / 8 / 0.1190
xor+xnor: 7 / 7 / 0.1388
compound gates: 4 / 4 / 0.07082
buf+inv: 4 / 24 / 0.04533
fa+ha+maj: 2 / 2 / 0.05665
mux: 1 / 1 / 0.02549
-- stage by stage --
step	util	hold slack [ps]	instances	setup TNS [ps]	total power (uW)
floorplan	-	-35.59	35	0	873.0
global placement	0.1835	489.6	93	-1348	1120
detailed placement	0.1835	482.9	93	-1453	1141
CTS	0.1956	199.9	100	-62.65	1384
global route	0.2066	191.3	101	-90.49	1638
finish	0.2066	206.5	101	-18.49	1499
-- cell type report --
cell class / count / area, sq um
Clock buffer: 4 / 26.28
Timing Repair Buffer: 18 / 148.9
Sequential cell: 9 / 240.2
Inverter: 2 / 7.507
Fill cell: 380 / 2710
Multi-Input combinational cell: 22 / 225.2
Tap cell: 46 / 57.56
-- per-layer routing --
layer,vias up,wire length (microns)
met5,-,0
met4,0,14
met3,2,71
met2,9,337
met1,145,482
li1,160,-
-- worst register-to-register path: stages, from the launching register on --
cell,delay (ps)
sky130_fd_sc_hd__dfrtp_1,410
sky130_fd_sc_hd__ha_4,180
sky130_fd_sc_hd__ha_4,270
sky130_fd_sc_hd__xnor2_2,110
sky130_fd_sc_hd__o21ai_2,80
sky130_fd_sc_hd__xor2_1,150
-- worst min-delay path by stage --
stage | start | slack [ps] | end
CTS | wrst_n | 200 | wbin[0]
finish | wrst_n | 210 | wbin[0]
global route | wrst_n | 190 | wbin[0]
-- placed cells by master, fill, tap and decap left out, drive strengths merged --
master,Yosys,routed
mux2,1,1
dlygate4sd2,0,5
dfrtp,7,7
o21ai,3,3
clkdlybuf4s50,0,2
dfbbp,2,2
clkbuf,0,4
nand4b,2,2
buf,2,10
xnor2,5,5
ha,2,2
nand2b,2,2
clkdlybuf4s15,0,1
xor2,2,2
inv,2,2
nand2,4,4
o311ai,1,1
-- report_power, final --
part | switching (uW) | leakage [uW] | total [uW] | internal, uW
sequential | 72.6 | 0.000111 | 483 | 410
combinational | 289 | 0.000176 | 804 | 514
clock | 94.3 | 0.0000150 | 212 | 118
total | 456 | 0.000302 | 1500 | 1040
-- repair_timing --
item                       in CTS  in global routing
resized                         7                  5
pin swaps                       5                  3
setup endpoints to repair       7                  4
buffers inserted                3                  1
Power is estimated from default activity; no workload was simulated.
